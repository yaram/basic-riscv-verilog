==> flow/design.v <==
`default_nettype none
module InstructionDecoder (
    input [31 : 0]instruction,
    output logic valid_instruction,
    output [4 : 0]source_1_register_index,
    output logic source_2_is_immediate,
    output [4 : 0]source_2_register_index,
    output logic [31 : 0]source_2_immediate_value,
    output [4 : 0]destination_register_index,
    output logic integer_unit,
    output logic [3 : 0]integer_unit_operation,
    output logic multiplier,
    output logic [1 : 0]multiplier_operation,
    output logic multiplier_source_1_signed,
    output logic multiplier_source_2_signed,
    output logic multiplier_upper_result,
    output logic load_immediate,
    output logic load_immediate_add_instruction_counter,
    output [31 : 0]load_immediate_value,
    output logic branch,
    output logic [2 : 0]branch_condition,
    output [31 : 0]branch_immediate,
    output logic jump_and_link,
    output logic jump_and_link_relative,
    output [31 : 0]jump_and_link_immediate,
    output [31 : 0]jump_and_link_relative_immediate,
    output logic memory_unit,
    output logic memory_unit_operation,
    output logic [1 : 0]memory_unit_data_size,
    output logic memory_unit_signed,
    output logic [31 : 0]memory_unit_address_offset_immediate,
    output logic fence
);
    logic [6 : 0]opcode = instruction[6 : 0];
    logic [2 : 0]function_3 = instruction[14 : 12];
    logic [6 : 0]function_7 = instruction[31 : 25];
    assign source_1_register_index = instruction[19 : 15];
    assign source_2_register_index = instruction[24 : 20];
    assign destination_register_index = instruction[11 : 7];
    logic [31 : 0]immediate = {{21{instruction[31]}}, instruction[30 : 20]};
    logic [31 : 0]immediate_store = {{21{instruction[31]}}, instruction[30 : 25], instruction[11 : 7]};
    logic [31 : 0]immediate_branch = {{20{instruction[31]}}, instruction[7], instruction[30 : 25], instruction[11 : 8], 1'b0};
    logic [19 : 0]immediate_upper = instruction[31 : 12];
    logic [31 : 0]immediate_jump = {{12{instruction[31]}}, instruction[19 : 12], instruction[20], instruction[30 : 21], 1'b0};
    assign load_immediate_value = {immediate_upper, 12'b0};
    assign branch_immediate = immediate_branch;
    assign jump_and_link_immediate = immediate_jump;
    assign jump_and_link_relative_immediate = immediate;
    always_comb begin
        valid_instruction = 1;
        source_2_is_immediate = 0;
        source_2_immediate_value = 0;
        integer_unit = 0;
        integer_unit_operation = 0;
        multiplier = 0;
        multiplier_operation = 0;
        multiplier_source_1_signed = 0;
        multiplier_source_2_signed = 0;
        multiplier_upper_result = 0;
        load_immediate = 0;
        load_immediate_add_instruction_counter = 0;
        branch = 0;
        branch_condition = 0;
        jump_and_link = 0;
        jump_and_link_relative = 0;
        memory_unit = 0;
        memory_unit_operation = 0;
        memory_unit_data_size = 0;
        memory_unit_signed = 0;
        memory_unit_address_offset_immediate = 0;
        fence = 0;
        case (opcode[1 : 0])
            2'b11: begin  
                case (opcode[6 : 2])
                    5'b00100 : begin  
                        integer_unit = 1;
                        source_2_is_immediate = 1;
                        source_2_immediate_value = immediate;
                        case (function_3)
                            3'b000 : begin  
                                integer_unit_operation = 0;
                            end
                            3'b010 : begin  
                                integer_unit_operation = 9;
                            end
                            3'b011 : begin  
                                integer_unit_operation = 8;
                            end
                            3'b100 : begin  
                                integer_unit_operation = 4;
                            end
                            3'b110 : begin  
                                integer_unit_operation = 2;
                            end
                            3'b111 : begin  
                                integer_unit_operation = 3;
                            end
                            3'b001 : begin  
                                if (function_7 == 7'b0000000) begin
                                    integer_unit_operation = 5;
                                end else begin
                                    valid_instruction = 0;
                                end
                            end
                            3'b101 : begin
                                case (function_7)
                                    7'b0000000: begin  
                                        integer_unit_operation = 6;
                                    end
                                    7'b0100000: begin  
                                        integer_unit_operation = 7;
                                    end
                                    default: begin
                                        valid_instruction = 0;
                                    end
                                endcase
                            end
                            default : begin
                                valid_instruction = 0;
                            end
                        endcase
                    end
                    5'b01100 : begin  
                        case (function_7)
                            7'b0000001 : begin  
                                multiplier = 1;
                                case (function_3)
                                    3'b000 : begin  
                                        multiplier_operation = 0;
                                        multiplier_source_1_signed = 0;
                                        multiplier_source_2_signed = 0;
                                        multiplier_upper_result = 0;
                                    end
                                    3'b001 : begin  
                                        multiplier_operation = 0;
                                        multiplier_source_1_signed = 1;
                                        multiplier_source_2_signed = 1;
                                        multiplier_upper_result = 1;
                                    end
                                    3'b010 : begin  
                                        multiplier_operation = 0;
                                        multiplier_source_1_signed = 1;
                                        multiplier_source_2_signed = 0;
                                        multiplier_upper_result = 1;
                                    end
                                    3'b011 : begin  
                                        multiplier_operation = 0;
                                        multiplier_source_1_signed = 0;
                                        multiplier_source_2_signed = 0;
                                        multiplier_upper_result = 1;
                                    end
                                    3'b100 : begin  
                                        multiplier_operation = 1;
                                        multiplier_source_1_signed = 1;
                                        multiplier_source_2_signed = 1;
                                    end
                                    3'b101 : begin  
                                        multiplier_operation = 1;
                                        multiplier_source_1_signed = 0;
                                        multiplier_source_2_signed = 0;
                                    end
                                    3'b110 : begin  
                                        multiplier_operation = 2;
                                        multiplier_source_1_signed = 1;
                                        multiplier_source_2_signed = 1;
                                    end
                                    3'b111 : begin  
                                        multiplier_operation = 2;
                                        multiplier_source_1_signed = 0;
                                        multiplier_source_2_signed = 0;
                                    end
                                    default : begin
                                        valid_instruction = 0;
                                    end
                                endcase
                            end
                            default : begin
                                integer_unit = 1;
                                case (function_7)
                                    7'b0000000: begin
                                        case (function_3)
                                            3'b000: begin  
                                                integer_unit_operation = 0;
                                            end
                                            3'b001 : begin  
                                                integer_unit_operation = 5;
                                            end
                                            3'b010 : begin  
                                                integer_unit_operation = 9;
                                            end
                                            3'b011 : begin  
                                                integer_unit_operation = 8;
                                            end
                                            3'b100 : begin  
                                                integer_unit_operation = 4;
                                            end
                                            3'b101 : begin  
                                                integer_unit_operation = 6;
                                            end
                                            3'b110 : begin  
                                                integer_unit_operation = 2;
                                            end
                                            3'b111 : begin  
                                                integer_unit_operation = 3;
                                            end
                                            default: begin
                                                valid_instruction = 0;
                                            end
                                        endcase
                                    end
                                    7'b0100000: begin
                                        case (function_3)
                                            3'b000: begin  
                                                integer_unit_operation = 1;
                                            end
                                            3'b101 : begin  
                                                integer_unit_operation = 7;
                                            end
                                            default: begin
                                                valid_instruction = 0;
                                            end
                                        endcase
                                    end
                                    default: begin
                                        valid_instruction = 0;
                                    end
                                endcase
                            end
                        endcase
                    end
                    5'b00101 : begin  
                        load_immediate = 1;
                        load_immediate_add_instruction_counter = 1;
                    end
                    5'b01101 : begin  
                        load_immediate = 1;
                    end
                    5'b11000 : begin  
                        branch = 1;
                        case (function_3)
                            3'b000 : begin  
                                branch_condition = 0;
                            end
                            3'b001 : begin  
                                branch_condition = 1;
                            end
                            3'b100 : begin  
                                branch_condition = 2;
                            end
                            3'b101 : begin  
                                branch_condition = 3;
                            end
                            3'b110 : begin  
                                branch_condition = 4;
                            end
                            3'b111 : begin  
                                branch_condition = 5;
                            end
                            default : begin
                                valid_instruction = 0;
                            end
                        endcase
                    end
                    5'b11011 : begin  
                        jump_and_link = 1;
                    end
                    5'b11001 : begin  
                        jump_and_link = 1;
                        jump_and_link_relative = 1;
                    end
                    5'b00000 : begin  
                        memory_unit = 1;
                        memory_unit_operation = 0;
                        memory_unit_address_offset_immediate = immediate;
                        case (function_3)
                            3'b000 : begin  
                                memory_unit_data_size = 0;
                                memory_unit_signed = 1;
                            end
                            3'b001 : begin  
                                memory_unit_data_size = 1;
                                memory_unit_signed = 1;
                            end
                            3'b010 : begin  
                                memory_unit_data_size = 2;
                                memory_unit_signed = 1;
                            end
                            3'b100 : begin  
                                memory_unit_data_size = 0;
                                memory_unit_signed = 0;
                            end
                            3'b101 : begin  
                                memory_unit_data_size = 1;
                                memory_unit_signed = 0;
                            end
                            default : begin
                                valid_instruction = 0;
                            end
                        endcase
                    end
                    5'b01000 : begin  
                        memory_unit = 1;
                        memory_unit_operation = 1;
                        memory_unit_address_offset_immediate = immediate_store;
                        case (function_3)
                            3'b000 : begin  
                                memory_unit_data_size = 0;
                            end
                            3'b001 : begin  
                                memory_unit_data_size = 1;
                            end
                            3'b010 : begin  
                                memory_unit_data_size = 2;
                            end
                            default : begin
                                valid_instruction = 0;
                            end
                        endcase
                    end
                    5'b00011 : begin  
                        fence = 1;
                        case (function_3)
                            3'b000 : begin  
                            end
                            3'b001 : begin  
                            end
                            default : begin
                                valid_instruction = 0;
                            end
                        endcase
                    end
                    default : begin
                        valid_instruction = 0;
                    end
                endcase
            end
            default : begin
                valid_instruction = 0;
            end
        endcase
    end
endmodule
==> flow/run.sh <==
#!/bin/bash
# OpenROAD 26Q1-2900-gdf79404cd8, Yosys 0.63+post, stock flow scripts
make -C /OpenROAD-flow-scripts/flow DESIGN_CONFIG=/design/flow/config.mk WORK_HOME=/design/flow/orfs finish
==> flow/config.mk <==
export PLATFORM = sky130hd
export DESIGN_NAME = InstructionDecoder
export DESIGN_NICKNAME = InstructionDecoder
export VERILOG_FILES = /design/flow/design.v
export SDC_FILE = /design/flow/constraint.sdc
export NUM_CORES = 4
export LEC_CHECK = 1
export CORE_AREA = 10 10 110 110
export DIE_AREA = 0 0 120 120
==> flow/constraint.sdc <==
current_design InstructionDecoder

set clk_period 2.8
set clk_io_pct 0.2

create_clock -name clk0 -period $clk_period

set non_clock_inputs [all_inputs -no_clocks]
set_input_delay [expr $clk_period * $clk_io_pct] -clock clk0 $non_clock_inputs
set_output_delay [expr $clk_period * $clk_io_pct] -clock clk0 [all_outputs]
==> run notes <==
The implementation run finished. In the floorplan report the effective utilization is 23.7%. For this design the static power due to leakage is 2.15 nW. Per the synthesis report, the number of distinct cell types is 47. In the final report, the number of hold violations comes to 0.

In this run the most critical hold path is launched from instruction[16]. In the synthesis report, Yosys lists the chip area as 2320 um^2. Sequential element share of the synthesized area landed at 0%. In this run the cell area measured after placement is 3980 um^2. Number of inserted diodes landed at 0. In this run the mean area of a mapped cell was 7.01 um^2. Count of unresolved DRC violations after routing landed at 0. The synthesized instance count is 331. Number of sequential storage elements landed at 0. Average wire per standard cell landed at 17.2 um. Post-layout instance area landed at 4440 um^2. Per the finish-stage timing summary, setup violations number 0. Area of all sequential standard cells landed at 0 um^2.

Counting the warning lines in the Yosys log gives 1. Maximum clock rate landed at 363 MHz. Count of TritonRoute iterations in the first routing pass landed at 4. The number of global-route vias before repair came to 2536. The floorplan step defined a core boundary enclosing 9770 um^2. Standard-cell row count landed at 36. The data arrival time reported for the critical path is 2.20 ns. Max fanout on the critical path was recorded as 11. Routed wire length landed at 10600 um. The first global-routing pass estimated 15400 um of wire. Per the synthesis report, the dominant area consumer among library cells is sky130_fd_sc_hd__buf_4. The worst path needs 2.76 ns of the cycle, external delays included.

STA classifies the critical path endpoint as a primary output. RePlAce ended its routability-driven mode at a weighted congestion of 0.864. The flow ran to the end, and the final reports show no timing, DRC or antenna violations. Period utilization landed at 98.4%.

Max-cap violations in this run came to 0. Port buffering added 232 buffers. The worst setup path is of the in -> out kind. Post-synth design cell area landed at 2320 um^2. Note that the worst hold path type here is in -> out. The wire-length estimate of the detail-placed layout is 8780 um. The area fraction of the largest cell type after synthesis is 59.2%. Required time reported for the critical path endpoint landed at 2.24 ns. For reference, the critical path is captured by integer_unit_operation[1]. Per the post-route antenna check, the number of violating nets is 0. Per the run report, area growth between synthesis and finish was 91.3%. Overall chip area landed at 14400 um^2. Pin count of the biggest net entering global routing landed at 57. Total tool warning count landed at 38. Across the VDD grid, the largest voltage drop is 0.0497 mV. Total congestion overflow after global routing landed at 0. Cells with a size suffix above 1 make up 32.2% of the layout. By area the synthesized netlist is led by sky130_fd_sc_hd__buf_4, sky130_fd_sc_hd__and2_1, sky130_fd_sc_hd__nor2_1, sky130_fd_sc_hd__ha_1, sky130_fd_sc_hd__a22o_1. Overall power consumption landed at 396 uW. Overall track demand over capacity in global routing landed at 13.0%. Horizontal die dimension landed at 120 um. After filler insertion, the fill cell instance count of the layout stands at 897.

Power density over cell area landed at 89.2 nW/um^2. For this block, the initial DRC count from the detailed router was 71. The launch point of the critical path was reported as instruction[14]. The floorplan report gives the top-level pin count as 266. Number of vias after detailed routing landed at 2450. After synthesis, the design contains 331 cells according to Yosys. Per-cell via count in the routed design landed at 3.96. After routing, the total negative slack on setup checks comes to 0 ns. After layout, the clock buffer instance count stands at 0.

Per the final report, max-transition violations number 0. Setup repair after global routing could not meet its margin everywhere. Per the OpenROAD floorplan log, the height of the die is 120 um. The worst setup path is launched from an input port. Initial antenna violation count landed at 0.
==> metrics by stage <==
stage / setup WS (ns) / util, % / hold WS, ns / cells
6_report: 0.0443 / 45.4 / 1.12 / 618
5_1_grt: -0.0249 / 45.4 / 1.12 / 618
4_1_cts: -0.137 / 43.4 / 1.12 / 605
3_5_place_dp: -0.691 / 40.7 / 1.12 / 585
3_3_place_gp: -0.723 / 40.7 / 1.12 / 585
2_1_floorplan: 0.224 / - / 1.15 / 344
==> layer usage <==
| layer | track usage (%) | wire (um) | part of all wire [%] |
|---|---|---|---|
| met5 | 0 | 0 | 0 |
| met4 | 0.377 | 38 | 0.36 |
| met3 | 4.81 | 1030 | 9.7 |
| met2 | 24.7 | 5450 | 51 |
| met1 | 14.1 | 4120 | 39 |
==> kinds of logic after synthesis <==
logic type                 share of synthesized area, %
and+or+nand+nor                                    22.0
xor gates and xnor gates                          0.378
buffers and inverters                              62.5
other                                             0.162
adders and majority gates                          2.70
AOI/OAI and AO/OA                                  11.5
muxes                                             0.863
==> worst min-delay path by stage <==
stage	slack, ns	cells after the start	to
CTS	1.12	0	jump_and_link_immediate[16]
global route	1.12	0	jump_and_link_immediate[16]
finish	1.12	0	jump_and_link_immediate[16]
==> cells in the final DEF, fill, tap and decap left out, types with 4 or more instances in the layout <==
| cell | count |
|---|---|
| sky130_fd_sc_hd__buf_2 | 10 |
| sky130_fd_sc_hd__nor4_2 | 4 |
| sky130_fd_sc_hd__conb_1 | 14 |
| sky130_fd_sc_hd__dlymetal6s2s_1 | 12 |
| sky130_fd_sc_hd__clkdlybuf4s50_1 | 176 |
| sky130_fd_sc_hd__buf_4 | 90 |
| sky130_fd_sc_hd__ha_1 | 5 |
| sky130_fd_sc_hd__and2_1 | 16 |
| sky130_fd_sc_hd__nor3_1 | 5 |
| sky130_fd_sc_hd__buf_6 | 8 |
| sky130_fd_sc_hd__inv_1 | 6 |
| sky130_fd_sc_hd__nand2b_1 | 5 |
| sky130_fd_sc_hd__dlygate4sd2_1 | 25 |
| sky130_fd_sc_hd__o21ai_0 | 5 |
| sky130_fd_sc_hd__nand2_1 | 7 |
| sky130_fd_sc_hd__nor2_1 | 13 |
| sky130_fd_sc_hd__a22o_1 | 5 |
==> layout make-up <==
type               count  area [um^2]  share of cell area [%]
multi-input cells    144         1070                    24.1
inverters              6         22.5                   0.507
well taps            133          166                    3.75
repair buffers       335         3180                    71.6
==> where the power goes <==
part | switching [mW] | internal [mW] | total (mW) | leakage (nW)
Sequential | 0 | 0 | 0 | 0
Clock | 0 | 0 | 0 | 0
Combinational | 0.136 | 0.260 | 0.396 | 2.15
Total | 0.136 | 0.260 | 0.396 | 2.15
==> critical path, stage by stage <==
cell                              delay, ns
sky130_fd_sc_hd__clkdlybuf4s50_1       0.46
sky130_fd_sc_hd__buf_6                 0.17
sky130_fd_sc_hd__nor4b_1               0.14
sky130_fd_sc_hd__a31o_2                0.25
sky130_fd_sc_hd__a211o_1               0.28
sky130_fd_sc_hd__a211oi_2              0.21
sky130_fd_sc_hd__buf_2                 0.13
==> cell usage after synthesis, drive strengths merged, types with 2 or more instances <==
cell type / n
a2111oi: 2
a211o: 3
a211oi: 5
a21oi: 4
a22o: 5
and2: 19
and3: 2
buf: 188
clkbuf: 6
ha: 5
inv: 6
mux2i: 2
nand2: 10
nand2b: 5
nand3: 4
nand4: 2
nor2: 17
nor2b: 2
nor3: 7
nor4: 8
o211ai: 2
o21ai: 5
o32ai: 2
or3: 2
or3b: 2
or4: 2
==> what timing repair did <==
| action | CTS | global route |
|---|---|---|
| resized | 116 | 35 |
| pin swaps | 18 | 18 |
| setup endpoints to repair | 91 | 65 |
| endpoints found under the hold margin | 0 | 0 |
| setup buffers | 17 | 15 |
| cloned | 3 | 1 |
| hold buffers | 0 | 0 |
Power is estimated from default activity; no workload was simulated.
